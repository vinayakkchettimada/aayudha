[./design.v]
module blink (
    input clk,
    input rst,
    output out
    );
reg [23:0] counter_d, counter_q;
assign out = counter_q[23];
always @(counter_q) begin
    counter_d = counter_q + 1'b1;
end
always @(posedge clk) begin
    if (rst) begin
        counter_q <= 23'b0;
    end else begin
        counter_q <= counter_d;
    end
end
endmodule
module led_top(
    input clk,
    input rst_n,
    input cclk,
    output[7:0]led,
    output spi_miso,
    input spi_ss,
    input spi_mosi,
    input spi_sck,
    output [3:0] spi_channel,
    input avr_tx,  
    output avr_rx,  
    input avr_rx_busy  
    );
wire rst = ~rst_n;  
assign spi_miso = 1'bz;
assign avr_rx = 1'bz;
assign spi_channel = 4'bzzzz;
assign led[6:1] = 6'b1;
assign led[7] = rst;
blink led_blink (
  .clk(clk),
  .rst(rst),
  .out(led[0])
  );
endmodule
[./run.sh]
#!/bin/bash
# OpenROAD 26Q1-2900-gdf79404cd8, Yosys 0.63+post, stock flow scripts
make -C /OpenROAD-flow-scripts/flow DESIGN_CONFIG=/design/flow/config.mk WORK_HOME=/design/flow/orfs finish
[./config.mk]
export PLATFORM = sky130hd
export DESIGN_NAME = led_top
export DESIGN_NICKNAME = led_top
export VERILOG_FILES = /design/flow/design.v
export SDC_FILE = /design/flow/constraint.sdc
export NUM_CORES = 4
export LEC_CHECK = 1
export CORE_AREA = 10 10 103 103
export DIE_AREA = 0 0 113 113
[./constraint.sdc]
current_design led_top

set clk_period 4.9
set clk_io_pct 0.2

create_clock -name clk0 -period $clk_period [get_ports {clk}]

set non_clock_inputs [all_inputs -no_clocks]
set_input_delay [expr $clk_period * $clk_io_pct] -clock clk0 $non_clock_inputs
set_output_delay [expr $clk_period * $clk_io_pct] -clock clk0 [all_outputs]
==> results.cfg <==
; physical design summary
[run_status]
outcome = finished clean

[logic_synthesis]
avgSynthCellArea_um2 = 8.603
ys.flop_type = dfxtp_1
synth_top_area_share_pct = 40.76
async_flop_share_pct = 0
most_common_cell = dfxtp_1
synthTopCellsByCount = 24 x dfxtp_1, 14 x buf_4, 12 x nor2_1
yosys-stat-cells = 137
numSynthFlops = 24
top_area_cell = dfxtp_1
yosys_area_mm2 = 0.001179
synth_cells = 137
yosys_warnings = 4
edf_count = 0
synth.distinct_cells = 30
yosysSeqAreaShare_pct = 40.76
synth_area_mm2 = 0.001179
synth.area.top_cells = dfxtp_1 41%, buf_4 8.9%, xnor2_1 5.2%

[place]
port_buffers = 3
place_area_mm2 = 0.001252
place_congestion = 0.7862
dp_hpwl_mm = 1.331

[critical_path]
slowest_delay_ns = 0.52
critical_path_arrival_ns = 2.27
critPathTopFamily = buffers and inverters
worst_path_max_delay_cell = clkdlybuf4s50_1
worst-setup-path-type = primary input to primary output
critPathMaxFanout = 23
startpoint_type = primary input
reg2reg_depth = 5
crit_buf_inv = 4
r2r-end = led_blink.counter_q[20]
reg2reg_slack_ns = 2.80
critical-path-top-cell-by-count = clkdlybuf4s50_1
r2r_start = led_blink.counter_q[0]
crit_chain = clkdlybuf4s50_1 > inv_1 > buf_4 > clkdlybuf4s50_1
cp-end-kind = primary output
required_ns = 3.92

[floorplanning]
core_mm2 = 0.008299
rows = 33
io_pins = 22
die_y_um = 113
die_x_um = 113
die_area_mm2 = 0.01277
fp_util_pct = 14.20

[min_path]
min_delay_path_depth = 1
min_to = led_blink.counter_q[0]
worstHoldStart = led_blink.counter_q[0]
hold_path.class = flip-flop to flip-flop

[global_route]
track_usage_pct = 2.760
antenna_found_initial = 0
top_usage_layer = met2
grt_use_met3_pct = 0.6410
grt_pass1_wl_mm = 3.160
grt_overflow = 0
grt_util_met2_pct = 4.339
met1_usage_pct = 3.731
grt_max_degree = 24
grt_pass1_vias = 724

[drt]
drt-total-wl_mm = 1.887
ant_nets = 0
firstDrtPassIters = 4
via_per_inst = 3.456
vias = 833
drc = 0
num_antenna_cells = 0
wl_per_cell_um = 7.830
drt-initial-drc-count = 27

[timing]
maxSlewViolCount = 0
max_freq_mhz = 307.3
hold_slack_ns = 0.4689
finalHoldViolCount = 0
setup_viol = 0
tns_ns = 0
period_used_pct = 66.42
rsz0062_at_grt = no
layout_min_cycle_time_ns = 3.255
skew_ns = 0.005364

[cts]
clock.latency.late_pin_ns = 0.26
ctsHtreeMaxLevel = 1
cts_tree = built
ctsHoldBuffers = 0
cts.path.max_buffers = 2
cts_buffers = 3
root_buffer = clkbuf_8
clk_pin_slew_ns = 0.08
cts_setup_buffers = 0
cts_sinks = 24
cts_resized = 0

[power]
power.density_mw_per_mm2 = 259.6
p_leak_uw = 0.0003913
power_switching_uw = 66.82
p_int_uw = 272.6
pwr-share-comb_pct = 3.0
switching_share_pct = 19.68
ir_drop_v = 0.0001432
pwr-share-clk_pct = 38.3
p_seq_share_pct = 58.7

[final_layout]
area_delta_synth_final_pct = 10.93
biggestRegsByFlops = led_blink.counter_q (24)
largest_register_ffs = 24
regMostFlops = led_blink.counter_q
post-route-cell-area_mm2 = 0.001308
drive_gt1_share_pct = 7.353

[job]
openroad.warnings = 31
max_cap_viol_count = 0
## power by group through the flow
stage     Combinational (µW)  Clock, µW  Sequential, µW
6_report                10.1        130             199
4_1_cts                 10.6        136             199
5_1_grt                 11.9        146             200
## through the flow
step	worst slack [ns]	util, %	total power, µW	cells
after floorplan	2.433	-	216.5	147
after global placement	1.620	15.09	214.5	237
after detailed placement	1.631	15.09	214.4	237
after CTS	1.622	15.75	346.3	241
after global routing	1.562	15.75	357.3	241
final	1.645	15.75	339.4	241
## worst max path at each step
stage     slack (ns)     end  startpoint  cells after the start
5_1_grt         1.56  led[7]       rst_n                      4
4_1_cts         1.62  led[7]       rst_n                      4
6_report        1.65  led[7]       rst_n                      4
## per-layer routing
layer  part of all wire, %  vias up
met5                     0        -
met4                   1.4        0
met2                    46        8
li1                      -      452
met1                    50      371
met3                   2.5        2
## cell type report
| type | instances | area, µm² |
|---|---|---|
| clock buffer | 4 | 55.05 |
| multi-input combinational | 99 | 584.3 |
| fill | 933 | 6992 |
| sequential | 24 | 480.5 |
| tap | 105 | 131.4 |
| inverter | 5 | 18.77 |
| timing repair buffer | 4 | 37.54 |
## cells by family (layout without fill, tap and decap cells)
family | count (synthesis) | in the layout | synth area share, %
AND/OR/NAND/NOR | 54 | 54 | 26.33
flip-flops | 24 | 24 | 40.76
buffers and inverters | 24 | 13 | 12.84
AND-OR/OR-AND | 20 | 20 | 9.342
XOR/XNOR | 11 | 11 | 8.174
other | 2 | 12 | 0.6372
adder cells (fa/ha/maj) | 1 | 1 | 1.061
multiplexers | 1 | 1 | 0.8493
## layout by cell type (no fill, tap or decap), types with 2 or more instances in the layout
master / n
or3_1: 7
or4_1: 4
o21ai_0: 6
nor3_1: 3
dfxtp_1: 24
nor2_1: 12
conb_1: 12
a21oi_1: 10
nand2_1: 8
clkdlybuf4s50_1: 3
nor4_1: 2
nand4_1: 5
inv_1: 5
xnor2_1: 7
xor2_1: 4
nand3_1: 5
o31ai_1: 4
clkbuf_8: 4
## worst reg2reg max path: cells and delay by family, from the launching register on
family / cells / cell delay (ns)
fa+ha+maj: 1 / 0.25
simple gates: 3 / 1.26
flops: 1 / 0.38
compound gates: 1 / 0.15
No activity file was given, so power comes from the tool's default toggle rates.
